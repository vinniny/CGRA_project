==> /design/flow/design.v <==
module cgra_dma_chain_ctrl #(
    parameter ADDR_WIDTH = 32,
    parameter DATA_WIDTH = 32
)(
    input  logic                    clk,
    input  logic                    rst_n,
    input  logic [ADDR_WIDTH-1:0]   desc_head_i,
    input  logic                    chain_start_i,
    input  logic                    abort_i,
    output logic                    chain_active_o,
    output logic [15:0]             desc_completed_o,
    output logic [ADDR_WIDTH-1:0]   cmd_src_o,
    output logic [ADDR_WIDTH-1:0]   cmd_dst_o,
    output logic [31:0]             cmd_size_o,
    output logic                    cmd_start_o,
    input  logic                    cmd_done_i,
    input  logic                    cmd_busy_i,
    output logic [ADDR_WIDTH-1:0]   m_axi_araddr,
    output logic [7:0]              m_axi_arlen,
    output logic [2:0]              m_axi_arsize,
    output logic [1:0]              m_axi_arburst,
    output logic                    m_axi_arvalid,
    input  logic                    m_axi_arready,
    input  logic [DATA_WIDTH-1:0]   m_axi_rdata,
    input  logic [1:0]              m_axi_rresp,
    input  logic                    m_axi_rvalid,
    input  logic                    m_axi_rlast,
    output logic                    m_axi_rready,
    output logic                    fetch_active_o,
    output logic                    chain_error_o,
    output logic [1:0]              chain_error_code_o
);
    typedef enum logic [2:0] {
        C_IDLE  = 3'd0,
        C_FETCH = 3'd1,
        C_ISSUE = 3'd2,
        C_WAIT  = 3'd3,
        C_DRAIN = 3'd4
    } chain_state_t;
    chain_state_t state;
    logic [ADDR_WIDTH-1:0]  desc_ptr;
    logic [DATA_WIDTH-1:0]  desc_buf [0:3];
    logic [1:0]             desc_word_idx;
    logic [15:0]            desc_completed_cnt;
    logic                   ar_issued;
    assign m_axi_arsize  = 3'b010;
    assign m_axi_arburst = 2'b01;
    assign chain_active_o   = (state != C_IDLE);
    assign desc_completed_o = desc_completed_cnt;
    assign fetch_active_o   = (state == C_FETCH) || (state == C_DRAIN);
    always_ff @(posedge clk) begin
        if (!rst_n) begin
            state              <= C_IDLE;
            desc_ptr           <= '0;
            desc_word_idx      <= '0;
            desc_completed_cnt <= '0;
            ar_issued          <= 1'b0;
            m_axi_araddr       <= '0;
            m_axi_arlen        <= '0;
            m_axi_arvalid      <= 1'b0;
            m_axi_rready       <= 1'b0;
            cmd_src_o          <= '0;
            cmd_dst_o          <= '0;
            cmd_size_o         <= '0;
            cmd_start_o        <= 1'b0;
        end else begin
            cmd_start_o <= 1'b0;
            unique case (state)
                C_IDLE: begin
                    m_axi_arvalid <= 1'b0;
                    m_axi_rready  <= 1'b0;
                    if (chain_start_i && desc_head_i != '0) begin
                        desc_ptr           <= desc_head_i;
                        desc_completed_cnt <= 16'd0;
                        state              <= C_FETCH;
                    end
                end
                C_FETCH: begin
                    if (abort_i) begin
                        state <= (m_axi_arvalid || m_axi_rready || ar_issued) ? C_DRAIN : C_IDLE;
                    end else if (!ar_issued && !m_axi_arvalid) begin
                        m_axi_araddr  <= desc_ptr;
                        m_axi_arlen   <= 8'd3;
                        m_axi_arvalid <= 1'b1;
                        desc_word_idx <= 2'd0;
                    end else if (m_axi_arvalid && m_axi_arready) begin
                        m_axi_arvalid <= 1'b0;
                        m_axi_rready  <= 1'b1;
                        ar_issued     <= 1'b1;
                    end else if (ar_issued && m_axi_rvalid && m_axi_rready) begin
                        desc_buf[desc_word_idx] <= m_axi_rdata;
                        desc_word_idx <= desc_word_idx + 2'd1;
                        if (m_axi_rlast) begin
                            m_axi_rready <= 1'b0;
                            ar_issued    <= 1'b0;
                            state        <= C_ISSUE;
                        end
                    end
                end
                C_ISSUE: begin
                    if (abort_i) begin
                        state <= C_IDLE;
                    end else if (desc_buf[2] == '0) begin
                        desc_ptr <= desc_buf[3];
                        desc_completed_cnt <= desc_completed_cnt + 16'd1;
                        state <= (desc_buf[3] == '0) ? C_IDLE : C_FETCH;
                    end else if (!cmd_busy_i) begin
                        cmd_src_o   <= desc_buf[0];
                        cmd_dst_o   <= desc_buf[1];
                        cmd_size_o  <= desc_buf[2];
                        desc_ptr    <= desc_buf[3];
                        cmd_start_o <= 1'b1;
                        state       <= C_WAIT;
                    end
                end
                C_WAIT: begin
                    if (abort_i) begin
                        state <= C_IDLE;
                    end else if (cmd_done_i) begin
                        desc_completed_cnt <= desc_completed_cnt + 16'd1;
                        state <= (desc_ptr == '0) ? C_IDLE : C_FETCH;
                    end
                end
                C_DRAIN: begin
                    if (m_axi_rvalid) m_axi_rready <= 1'b1;
                    if (m_axi_arvalid && m_axi_arready) begin
                        m_axi_arvalid <= 1'b0;
                        ar_issued     <= 1'b1;
                    end
                    if (m_axi_rvalid && m_axi_rready && m_axi_rlast) begin
                        m_axi_rready <= 1'b0;
                        ar_issued    <= 1'b0;
                        if (!m_axi_arvalid)
                            state <= C_IDLE;
                    end else if (!m_axi_arvalid && !ar_issued && !m_axi_rvalid) begin
                        m_axi_rready <= 1'b0;
                        state        <= C_IDLE;
                    end
                end
                default: state <= C_IDLE;
            endcase
        end
    end
    logic       chain_error_q;
    logic [1:0] chain_error_code_q;
    always_ff @(posedge clk) begin
        if (!rst_n) begin
            chain_error_q      <= 1'b0;
            chain_error_code_q <= 2'b00;
        end else if (chain_start_i) begin
            chain_error_q      <= 1'b0;
            chain_error_code_q <= 2'b00;
        end else if (m_axi_rvalid && m_axi_rready && (m_axi_rresp != 2'b00)
                     && !chain_error_q) begin
            chain_error_q      <= 1'b1;
            chain_error_code_q <= m_axi_rresp;
        end
    end
    assign chain_error_o      = chain_error_q;
    assign chain_error_code_o = chain_error_code_q;
endmodule
==> /design/flow/run.sh <==
#!/bin/bash
# OpenROAD 26Q1-2900-gdf79404cd8, Yosys 0.63+post, stock flow scripts
make -C /OpenROAD-flow-scripts/flow DESIGN_CONFIG=/design/flow/config.mk WORK_HOME=/design/flow/orfs finish
==> /design/flow/config.mk <==
export PLATFORM = sky130hd
export DESIGN_NAME = cgra_dma_chain_ctrl
export DESIGN_NICKNAME = cgra_dma_chain_ctrl
export VERILOG_FILES = /design/flow/design.v
export SDC_FILE = /design/flow/constraint.sdc
export NUM_CORES = 4
export LEC_CHECK = 1
export CORE_UTILIZATION = 30
==> /design/flow/constraint.sdc <==
current_design cgra_dma_chain_ctrl

set clk_period 10.4
set clk_io_pct 0.2

create_clock -name clk0 -period $clk_period [get_ports {clk}]

set non_clock_inputs [all_inputs -no_clocks]
set_input_delay [expr $clk_period * $clk_io_pct] -clock clk0 $non_clock_inputs
set_output_delay [expr $clk_period * $clk_io_pct] -clock clk0 [all_outputs]
==> ci_impl_report.md <==
## Implementation flow summary

| Metric | Value |
|---|---|
| Vias in the first global route | 8,433 |
| Vias/cell | 4.84 |
| RSZ-0062 raised after global routing | no |
| Fillers | 3,617 |
| Unique cell types | 57 |
| Tool warnings | 30 |
| Final setup fails | 0 |
| Post_cts resized | 0 |
| Power after layout | 3180 uW |
| Worst R2R Start | desc_buf[2][24]$_DFFE_PP_ |
| Starting DRT DRC Count | 464 |
| Seq/Total Area, Yosys | ~65% |
| Remaining global-route overflow | 0 |
| Slew HR | approximately 40% |
| Pwr per Cell Area | approximately 200 nW/um^2 |
| Die ar. | roughly 40,000 sq um |
| Most instantiated logic cells after routing | 271 x nand2_1, 228 x clkdlybuf4s50_1, 189 x dfxtp_1, 177 x a21oi_1, 128 x edfxtp_1 |
| Leak | 0.00508 uW |
| Max-cap violation count | 0 |
| Routed wl met3 | approximately 3100 um |
| Post-Syn Area per Cell | 10.6 sq um |
| Via Count | 9,046 |
| H-tree depth | 2 |
| Yosys Warn Count | 1 |
| All-Layer GR Usage | 18.1% |
| Placer Congestion | just over 0.9 |
| Init Core Util | 30.4% |
| Final Core Density | a little over 40% |
| Layout area overhead | 34.9% |
| RR Endpoint | cmd_dst_o[10]$_SDFFE_PN0P_ |
| First-pass detailed-route iteration total | 5 |
| Count of library flops with an enable pin | between 100 and 150 |
| Flop area | 7630 sq um |
| Asr flop ratio synth | 0% |
| CTS tree | yes |
| Core Area | 38,600 sq um |
| Final Slew Violations | 0 |
| WL met2 | approximately 16,000 um |
| Yosys chip area | about 12,000 sq um |
| Worst Max-Slew Pin Slew | 0.896 ns |
| Setup TNS | 0 ns |
| Commonest Layout Cell | nand2_1 |
| DRC violations left | 0 |
| Max layer used | met4 |
| Die H | 200 um |
| Setup Buffers After CTS | 0 |
| Ys cells | 1,108 |
| Final ANT Viol Nets | 0 |
| Clock tree root driver cell | clkbuf_16 |
| Clock-pin slew on the worst setup and hold paths | 0.06 ns |
| Peak Freq | 220 MHz |
| Startpoint types | input pin |
| Worst-Skew Late Latency | 0.56 ns |
| Cycle use final | 43.7% |
| Die X | about 200 um |
| Hold Crit Depth | 2 |
| Status | finished clean |
| Final Hold Viols | 0 |
| Post-Route WL | between 30,000 and 40,000 um |
| Worst vdd ir | 0.134 mV |
| Area leader share | 32.7% |
| Top cells by area | edfxtp_1 33%, dfxtp_1 32%, nand2_1 8.7% |
| Required time worst endpoint | approximately 11 ns |
| DP HPWL | 24,500 um |
| CTS Buffer Depth | 3 |
| Post-synthesis register bit count | 317 |
| Metal-1 WL | around 15,000 um |
| Worst Path Max Fanout | 33 |
| Initial antenna violation count | 0 |
| Setup CP Type | in2reg |
| Port Buffers | 228 |
| Commonest flop | dfxtp_1 |
| Hold endpoint | cmd_dst_o[23]$_SDFFE_PN0P_ |
| Pre-CTS setup slack | ~5.4 ns |
| R2R depth | 7 |
| Synthesized instance count | 1,108 |
| # IOs | 240 |
| Rows | 72 |
| Drt wl/cell | 18.9 um |
| HP Start | cmd_dst_o[23]$_SDFFE_PN0P_ |
| Clock buffer count from CTS | 37 |
| Worst Path Arrival | ~5 ns |
| Hold Crit Class | reg2reg |
| Hold_buf cts | 0 |
| First-pass GRT wire length | approximately 52,000 um |
| Worst Slack Setup Final | between 5 and 6 ns |
| Share of cells above drive strength 1 | 7.33% |
| Largest net degree at the start of global routing | 102 |
| Post-Synthesis Cell Area | 11,800 sq um |
| Yosys top cell by area | edfxtp_1 |
| FF-to-FF setup slack | 6.97 ns |
| Final hold slack | 0.451 ns |
| Clock sinks | about 320 |
| Gate Area | 3800 sq um |
| Min cycle time layout | approximately 4.5 ns |
| Ant diodes | 0 |
| Final Skew | 0.0277 ns |
| Crit path capture type | register |
==> critical path, cell delays in order <==
cell             delay [ns]
clkdlybuf4s50_1        0.43
nor4_1                 0.35
nand4_1                0.33
o21ai_1                0.54
a211oi_4               0.12
buf_4                  0.25
and2_1                 0.37
buf_4                  0.29
a211oi_1               0.22
==> Yosys cell counts (all sizes together), types with 2 or more instances <==
| library cell | instances |
|---|---|
| and3 | 15 |
| a32oi | 2 |
| edfxtp | 128 |
| nor2 | 22 |
| nor3 | 8 |
| ha | 5 |
| a221o | 2 |
| o311ai | 3 |
| o31ai | 3 |
| a21oi | 177 |
| inv | 8 |
| dfxtp | 189 |
| mux2i | 32 |
| conb | 2 |
| or4 | 6 |
| or3 | 4 |
| a31oi | 4 |
| o21ai | 18 |
| nand4 | 11 |
| nand3 | 16 |
| clkbuf | 48 |
| o21a | 5 |
| nor4 | 29 |
| nand4b | 2 |
| nand2b | 2 |
| xnor2 | 2 |
| a2111oi | 3 |
| nor4b | 3 |
| nand2 | 271 |
| a211oi | 34 |
| buf | 32 |
| nor3b | 3 |
| and2 | 3 |
| a211o | 2 |
==> logic make-up (layout without fill, tap and decap cells) <==
logic type	after synthesis	in the layout	share of synthesized area, %
adder cells (fa/ha/maj)	5	5	0.532
XOR/XNOR	2	2	0.149
AND-OR/OR-AND	260	260	12.9
flip-flops	317	317	64.9
AND/OR/NAND/NOR	402	402	15.4
other	2	11	0.0639
buffers and inverters	88	321	3.37
multiplexers	32	32	2.72
==> layer usage <==
metal  track usage (%)  vias to the layer above
met5                 0                        -
met2              27.1                      332
met3              6.31                       45
li1                  -                     4383
met4              4.41                        0
met1              26.3                     4286
==> flip-flops by register name, summed over array words and instances, names as in the netlist, 2 cells and up <==
register and cells:
desc_completed_cnt 16, cmd_size_o 32, state 3, cmd_src_o 32, desc_buf 128, cmd_dst_o 32
chain_error_code_q 2, desc_word_idx 2, desc_ptr 32, m_axi_araddr 32
==> layout make-up <==
cell class | count | share of cell area, %
sequential | 317 | 48.1
multi-input combinational | 712 | 24.0
timing repair buffer | 245 | 15.2
clock buffer | 52 | 7.03
tap | 518 | 4.09
clock inverter | 16 | 1.37
inverter | 8 | 0.221
==> power breakdown <==
part           switching [uW]  total, uW  internal [uW]
registers                59.0       1410           1350
logic                     219        386            166
clock network             526       1380            856
==> stage by stage <==
stage	cells	area, sq um
final	1868	15900
after global routing	1868	15900
after CTS	1868	15900
after detailed placement	1800	14500
after global placement	1800	14500
after floorplan	1117	11800
==> how the worst max path moves through the flow <==
stage | to | slack [ns] | startpoint
after CTS | desc_ptr[19]$_SDFFE_PN0P_ | 5.89 | desc_head_i[13]
after global routing | desc_ptr[29]$_SDFFE_PN0P_ | 5.68 | desc_head_i[13]
final | desc_ptr[19]$_SDFFE_PN0P_ | 5.86 | desc_head_i[13]
Power figures rest on the tool's default switching activity, not on a simulated workload.
