### flow/design.v
module cgra_config_broadcaster (
    input  logic        clk,
    input  logic        rst_n,
    input  logic [3:0]  in_addr,       
    input  logic [63:0] in_data,
    input  logic [3:0]  in_pe_sel,
    input  logic        in_pe_bcast,   
    input  logic        in_we,         
    output logic [3:0]  out_addr,
    output logic [63:0] out_data,
    output logic [3:0]  out_pe_sel,
    output logic        out_pe_bcast,
    output logic        out_we
);
    logic        active;
    logic [3:0]  slot;
    logic [3:0]  pe_sel_r;
    logic        pe_bcast_r;
    logic [63:0] data_r;
    always_ff @(posedge clk) begin
        if (!rst_n) begin
            active      <= 1'b0;
            slot        <= 4'd0;
            pe_sel_r    <= 4'd0;
            pe_bcast_r  <= 1'b0;
            data_r      <= 64'd0;
        end else if (in_we && in_addr == 4'd0 && !active) begin
            active      <= 1'b1;
            slot        <= 4'd1;
            pe_sel_r    <= in_pe_sel;
            pe_bcast_r  <= in_pe_bcast;
            data_r      <= in_data;
        end else if (active) begin
            if (slot == 4'd15) active <= 1'b0;
            else               slot   <= slot + 4'd1;
        end
    end
    always_comb begin
        if (active) begin
            out_addr     = slot;
            out_data     = data_r;
            out_pe_sel   = pe_sel_r;
            out_pe_bcast = pe_bcast_r;
            out_we       = 1'b1;
        end else begin
            out_addr     = in_addr;
            out_data     = in_data;
            out_pe_sel   = in_pe_sel;
            out_pe_bcast = in_pe_bcast;
            out_we       = in_we;
        end
    end
endmodule
### flow/run.sh
#!/bin/bash
# OpenROAD 26Q1-2900-gdf79404cd8, Yosys 0.63+post, stock flow scripts
make -C /OpenROAD-flow-scripts/flow DESIGN_CONFIG=/design/flow/config.mk WORK_HOME=/design/flow/orfs finish
### flow/config.mk
export PLATFORM = sky130hd
export DESIGN_NAME = cgra_config_broadcaster
export DESIGN_NICKNAME = cgra_config_broadcaster
export VERILOG_FILES = /design/flow/design.v
export SDC_FILE = /design/flow/constraint.sdc
export NUM_CORES = 4
export LEC_CHECK = 1
export CORE_UTILIZATION = 30
### flow/constraint.sdc
current_design cgra_config_broadcaster

set clk_period 8.8
set clk_io_pct 0.2

create_clock -name clk0 -period $clk_period [get_ports {clk}]

set non_clock_inputs [all_inputs -no_clocks]
set_input_delay [expr $clk_period * $clk_io_pct] -clock clk0 $non_clock_inputs
set_output_delay [expr $clk_period * $clk_io_pct] -clock clk0 [all_outputs]
==> GITHUB_STEP_SUMMARY <==
### Yosys + OpenROAD results

| Metric | Value |
|---|---|
| GPL Wtd Cong | `0.749` |
| Slew headroom | `0.520` |
| Hold_buf cts | `0` |
| Vias per cell | `4.44` |
| Gr ovfl total | `0` |
| CP Max Fanout | `2` |
| H-tree depth | `3` |
| Final Skew | `6.69 ps` |
| Total track usage | `0.132` |
| Post-synth seq share | `0.379` |
| Setup Viol. Count Final | `0` |
| Total power | `834 µW` |
| Setup Buffers After CTS | `0` |
| Leading area contributor after synthesis | `dfxtp_1` |
| Endpoints failing hold | `0` |
| CTS tree | `done` |
| Worst setup SP type | `input port` |
| Diode count | `0` |
| Antenna Nets Post-Route | `0` |
| Most frequent cells in the layout | `clkdlybuf4s50_1 (148), nand2_1 (138), mux2_2 (73), dfxtp_1 (73), mux2i_1 (69)` |
| Initial antenna violation count | `0` |
| Placed insts | `702` |
| Layout cell share with drive strength beyond 1 | `0.174` |
| Synth-to-Final Area Change | `46.0%` |
| Max Cap Viol | `0` |
| Setup TNS Final | `0 ps` |
| Gate Count Post-Synth | `410` |
| Resize count post-CTS | `0` |
| Fmax | `214 MHz` |
| HPWL after DPL | `5870 µm` |
| Syn Std Cell Area | `3910 µm²` |
| Remaining DRCs | `0` |
| First-pass GRT wire length | `14,100 µm` |
| Worst Tran Pin Value | `720 ps` |
| Filler instances | `approximately 1,200` |
| Total CTS buffers | `9` |
| Number of I/O port buffers | `149` |
| Routed wire per std cell | `12.4 µm` |
| Clock transition at path regs | `60 ps` |
| Setup CP Type | `input port to output pin` |
| Worst Path Arrival | `2900 ps` |
| Synthesized registers | `74` |
| Root Buffer | `clkbuf_16` |
| Die X | `about 120 µm` |
| 1st-iter DRT viols | `approximately 150` |
| Clock Sinks | `74` |
| Total wire length | `about 8900 µm` |
| Leak | `around 2.0 nW` |
| Area fraction of the dominant cell type after synthesis | `0.379` |
| Yosys chip area | `3910 µm²` |
| Worst EP required | `7040 ps` |
| Top cells by area | `dfxtp_1 (38%), mux2_2 (21%), mux2i_1 (18%)` |
| IO Count | `150` |
| Insertion Delay late pin | `roughly 330 ps` |
| HP Class | `flop to flop` |
| Critical Path Sink Type | `output pin` |
| P per Cell Area | `around 150 nW/µm²` |
| DRT Pass-1 Iters | `4` |
| Top cell excl fill/tap | `clkdlybuf4s50_1` |
| Die Size | `13,500 µm²` |
| Critical Path Source | `in_addr[2]` |
| Cell Rows | `41` |
| Post-layout minimum cycle time | `4660 ps` |
| Final Slew Violations | `0` |
| Reg-to-reg critical path startpoint | `active$_SDFF_PN0_` |
| Vias after detailed routing | `about 3,200` |
| Status | `completed` |
| Clock Path Buffers | `2` |
| Distinct lib cells used | `29` |
| RSZ-0062 raised after global routing | `false` |
| Yosys Warn Count | `1` |
| Largest net degree at the start of global routing | `76` |
| FP Core Util | `0.309` |
| Post-Layout Cell Count | `between 700 and 800` |
| Worst hold slack | `453 ps` |
| Die Ht | `116 µm` |
| Core area | `12,700 µm²` |
| Tool warnings | `25` |
| Post-layout period usage | `0.530` |
| Hold Crit Start | `data_r[54]$_SDFFE_PN0P_` |
| Maximum vdd drop | `0.0956 mV` |
| Vias in the first global route | `2,981` |
| Mean Syn Cell Area | `9.54 µm²` |
| Yosys cell count | `~410` |
==> metrics by stage <==
stage	area [µm²]	setup slack, ps	util
after floorplan	3910	5050	-
after global placement	5410	4130	0.427
after detailed placement	5410	4130	0.427
after CTS	5710	4130	0.451
after global routing	5710	4100	0.451
final	5710	4140	0.451
==> layout make-up <==
cell class,count,area (µm²),area share
timing repair buffer,153,1520,0.266
clock buffer,14,264,0.0462
multi-input combinational,300,2180,0.382
inverter,3,11.3,0.00197
tap,172,215,0.0377
sequential,74,1490,0.260
clock inverter,2,35.0,0.00613
==> power by group <==
group / leakage [nW] / switching (mW) / internal, mW / total, mW
sequential: 0.598 / 0.00341 / 0.339 / 0.343
clock: 0.147 / 0.134 / 0.235 / 0.369
combinational: 1.27 / 0.0359 / 0.0861 / 0.122
==> flip-flops by register name (all words and copies together) (netlist names) <==
signal,flops
slot,4
pe_sel_r,4
active,1
pe_bcast_r,1
data_r,64
==> worst max-delay path: stages <==
cell and delay [ps]:
clkdlybuf4s50_1 530, mux2_2 170, clkdlybuf4s50_1 450
==> final timing paths <==
kind / endpoint / slack (ps) / cells past startpoint
max: out_addr[2] / 4140 / 3
min: data_r[54]$_SDFFE_PN0P_ / 450 / 2
max reg2reg: data_r[42]$_SDFFE_PN0P_ / 6120 / 5
min reg2reg: data_r[54]$_SDFFE_PN0P_ / 450 / 2
==> cell usage after synthesis <==
cell type	count
a21boi_0	1
buf_6	1
nor4_1	1
and3_1	1
mux2i_1	69
mux2_2	73
nor3_4	1
or4b_4	1
and4_1	1
nand3_1	2
nor3_1	2
a2111oi_0	1
buf_4	1
o21a_1	1
clkbuf_1	13
a211oi_1	1
nand2_1	138
o21ai_0	1
buf_12	6
ha_1	1
o31a_1	1
or2_2	1
a21oi_1	1
inv_1	3
dfxtp_1	74
buf_2	3
nand4_1	1
buf_1	9
nor2_1	1
==> logic make-up after synthesis <==
group                    count (synthesis)  synth area share
AND-OR/OR-AND                            7            0.0128
adder cells (fa/ha/maj)                  1           0.00320
flip-flops                              74             0.379
AND/OR/NAND/NOR                        150             0.155
buffers and inverters                   36            0.0634
multiplexers                           142             0.387
==> routing by layer <==
metal / wire length [µm] / GRT usage / vias to the layer above
li1: - / - / 1659
met1: 4320 / 0.187 / 1433
met2: 3890 / 0.214 / 87
met3: 570 / 0.0338 / 8
met4: 114 / 0.0154 / 0
met5: 0 / 0 / -
No activity file was given, so power comes from the tool's default toggle rates.
