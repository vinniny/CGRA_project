<file path="flow/run.sh">
#!/bin/bash
# OpenROAD 26Q1-2900-gdf79404cd8, Yosys 0.63+post, stock flow scripts
make -C /OpenROAD-flow-scripts/flow DESIGN_CONFIG=/design/flow/config.mk WORK_HOME=/design/flow/orfs finish
</file>
<file path="flow/config.mk">
export PLATFORM = sky130hd
export DESIGN_NAME = cgra_control_unit
export DESIGN_NICKNAME = cgra_control_unit
export VERILOG_FILES = /design/flow/design.v
export SDC_FILE = /design/flow/constraint.sdc
export NUM_CORES = 4
export LEC_CHECK = 1
export CORE_UTILIZATION = 50
</file>
<file path="flow/constraint.sdc">
current_design cgra_control_unit

set clk_period 5.3
set clk_io_pct 0.2

create_clock -name clk0 -period $clk_period [get_ports {clk}]

set non_clock_inputs [all_inputs -no_clocks]
set_input_delay [expr $clk_period * $clk_io_pct] -clock clk0 $non_clock_inputs
set_output_delay [expr $clk_period * $clk_io_pct] -clock clk0 [all_outputs]
</file>
<file path="flow/design.v">
module cgra_control_unit #(
    parameter CONTEXT_DEPTH = 16,
    parameter PC_WIDTH      = 4
)(
    input  logic        clk,
    input  logic        rst_n,
    input  logic        start_i,         
    input  logic        soft_reset_i,    
    output logic        busy_o,          
    output logic        done_o,          
    output logic [31:0] cycle_count_o,   
    (* keep = "true" *) output logic pe_enable,   
    output logic        pe_reset_n,      
    input  logic        array_done_i,    
    output logic [PC_WIDTH-1:0] context_pc_o,    
    output logic [PC_WIDTH-1:0] next_context_pc_o,  
    output logic                global_stall_o,  
    input  logic                dma_bank_conflict_i,  
    input  logic [31:0] max_cycles_i,    
    input  logic [PC_WIDTH-1:0] loop_start_pc_i,  
    input  logic [PC_WIDTH-1:0] loop_end_pc_i,    
    input  logic [15:0]         loop_count_i,     
    input  logic [PC_WIDTH-1:0] loop2_start_pc_i,
    input  logic [PC_WIDTH-1:0] loop2_end_pc_i,
    input  logic [15:0]         loop2_count_i,
    input  logic [PC_WIDTH-1:0] branch_target_i,
    input  logic                branch_taken_i,
    output logic                loops_done_o,
    input  logic                tile_auto_inc_en_i,
    output logic [7:0]          tile_base_offset_o,
    output logic [7:0]          next_tile_base_offset_o,
    output logic                loop_wrap_o
);
    typedef enum logic [1:0] {
        STATE_IDLE   = 2'd0,
        STATE_RUN    = 2'd1,
        STATE_FINISH = 2'd2
    } state_t;
    state_t state, state_next;
    logic [31:0] cycle_counter;
    logic [32:0] wall_counter;    
    logic        timeout_reached;
    logic [31:0] max_cycles_reg;
    logic [7:0]  tile_base_offset;
    logic [15:0]          loop_count_reg;
    logic [PC_WIDTH-1:0]  loop_start_reg;
    logic [PC_WIDTH-1:0]  loop_end_reg;
    logic [15:0]          loop2_count_reg;
    logic [15:0]          loop1_count_reload;   
    assign timeout_reached = (max_cycles_reg != 32'd0) && (wall_counter >= max_cycles_reg);
    always_ff @(posedge clk) begin
        if (!rst_n) begin
            state <= STATE_IDLE;
        end else begin
            state <= state_next;
        end
    end
    always_comb begin
        state_next = state;
        unique case (state)
            STATE_IDLE: begin
                if (start_i && !soft_reset_i) begin
                    state_next = STATE_RUN;
                end
            end
            STATE_RUN: begin
                if (array_done_i || timeout_reached || soft_reset_i) begin
                    state_next = STATE_FINISH;
                end
            end
            STATE_FINISH: begin
                state_next = STATE_IDLE;
            end
            default: state_next = STATE_IDLE;
        endcase
    end
    logic [PC_WIDTH-1:0] pc_counter;
    always_ff @(posedge clk) begin
        if (!rst_n) begin
            cycle_counter <= 32'd0;
            wall_counter <= 33'd0;
            max_cycles_reg <= 32'd0;
            loop_count_reg <= 16'd0;
            loop_start_reg <= '0;
            loop_end_reg   <= '0;
            loop2_count_reg <= 16'd0;
            loop1_count_reload <= 16'd0;
            tile_base_offset <= 8'd0;
        end else begin
            if (state == STATE_IDLE && start_i && !soft_reset_i) begin
                cycle_counter <= 32'd0;
                wall_counter  <= 33'd0;
                max_cycles_reg <= max_cycles_i;
                loop_start_reg <= loop_start_pc_i[PC_WIDTH-1:0];
                loop_end_reg   <= loop_end_pc_i[PC_WIDTH-1:0];
                if (loop_count_i > 16'd0 &&
                    loop_start_pc_i[PC_WIDTH-1:0] > loop_end_pc_i[PC_WIDTH-1:0])
                    loop_count_reg <= 16'd0;
                else
                    loop_count_reg <= loop_count_i;
                if (loop2_count_i > 16'd0 &&
                    loop2_start_pc_i[PC_WIDTH-1:0] > loop2_end_pc_i[PC_WIDTH-1:0])
                    loop2_count_reg <= 16'd0;
                else
                    loop2_count_reg <= loop2_count_i;
                loop1_count_reload <= loop_count_i;
                tile_base_offset <= 8'd0;
            end else if (state == STATE_RUN) begin
                wall_counter <= wall_counter + 33'd1;   
                if (!global_stall_o)
                    cycle_counter <= cycle_counter + 32'd1;
                if ((pc_counter == loop_end_reg) && (pe_enable && !global_stall_o)) begin
                    if (loop_count_reg > 16'd0) begin
                        loop_count_reg <= loop_count_reg - 16'd1;
                    end else if (loop2_count_reg > 16'd0) begin
                        loop_count_reg  <= loop1_count_reload;
                        loop2_count_reg <= loop2_count_reg - 16'd1;
                    end
                    if (tile_auto_inc_en_i &&
                        (loop_count_reg > 16'd0 || loop2_count_reg > 16'd0))
                        tile_base_offset <= tile_base_offset + 8'd1;
                end
            end
        end
    end
    always_ff @(posedge clk) begin
        if (!rst_n) begin
            pc_counter <= '0;
        end else if (soft_reset_i) begin
            pc_counter <= '0;
        end else if (state == STATE_IDLE && start_i) begin
            pc_counter <= '0;
        end else if (pe_enable && !global_stall_o) begin
            if ((pc_counter == loop_end_reg) &&
                (loop_count_reg > 16'd0 || loop2_count_reg > 16'd0)) begin
                pc_counter <= loop_start_reg;
            end else if (branch_taken_i) begin
                pc_counter <= branch_target_i;
            end else if (pc_counter == PC_WIDTH'(CONTEXT_DEPTH - 1)) begin
                pc_counter <= '0;
            end else begin
                pc_counter <= pc_counter + 1'b1;
            end
        end
    end
    assign context_pc_o = pc_counter;
    always_comb begin
        if (pe_enable && !global_stall_o) begin
            if ((pc_counter == loop_end_reg) &&
                (loop_count_reg > 16'd0 || loop2_count_reg > 16'd0))
                next_context_pc_o = loop_start_reg;
            else if (branch_taken_i)
                next_context_pc_o = branch_target_i;
            else if (pc_counter == PC_WIDTH'(CONTEXT_DEPTH - 1))
                next_context_pc_o = '0;
            else
                next_context_pc_o = pc_counter + 1'b1;
        end else begin
            next_context_pc_o = pc_counter;
        end
    end
    always_comb begin
        if (tile_auto_inc_en_i && pe_enable && !global_stall_o &&
            (pc_counter == loop_end_reg) &&
            (loop_count_reg > 16'd0 || loop2_count_reg > 16'd0))
            next_tile_base_offset_o = tile_base_offset + 8'd1;
        else
            next_tile_base_offset_o = tile_base_offset;
    end
    assign tile_base_offset_o = tile_base_offset;
    assign loop_wrap_o = pe_enable && !global_stall_o
                      && (pc_counter == loop_end_reg)
                      && (loop_count_reg > 16'd0 || loop2_count_reg > 16'd0);
    assign global_stall_o = dma_bank_conflict_i || !pe_enable || (state != STATE_RUN)
                          || array_done_i;
    always_ff @(posedge clk) begin
        if (!rst_n) begin
            busy_o <= 1'b0;
            done_o <= 1'b0;
            pe_enable <= 1'b0;
            pe_reset_n <= 1'b1;   
        end else begin
            busy_o <= (state == STATE_RUN);
            done_o <= (state == STATE_FINISH) && !soft_reset_i;
            pe_enable <= (state == STATE_RUN);
            pe_reset_n <= !soft_reset_i;
        end
    end
    assign cycle_count_o = cycle_counter;
    assign loops_done_o = (loop_count_reg == 16'd0) && (loop2_count_reg == 16'd0);
    // synthesis translate_off
    logic [15:0] prev_loop_count;
    always_ff @(posedge clk) begin
        if (!rst_n) begin
            prev_loop_count <= 16'd0;
        end else begin
            prev_loop_count <= loop_count_reg;
            if (state == STATE_RUN &&
                prev_loop_count == 16'd0 && loop_count_reg == 16'hFFFF)
                $error("[CU] loop_count_reg underflow: 0 -> 65535 @ %0t", $time);
            if (state == STATE_IDLE && start_i && !soft_reset_i) begin
                if (loop_count_i > 16'd0 && loop_start_pc_i > loop_end_pc_i)
                    $warning("[CU] Invalid loop bounds: start(%0d) > end(%0d) — infinite loop",
                             loop_start_pc_i, loop_end_pc_i);
            end
        end
    end
    // synthesis translate_on
endmodule
</file>
==> run summary <==
Physical implementation.

- For this run the aggregate overflow at the end of global routing stands at 0.
- The height of the die is ~130 µm.
- The prevailing logic family in the synthesized netlist is simple AND/OR/NAND/NOR gates.
- The number of antenna diodes in the final layout is 0.
- The number of cells on the worst reg-to-reg path is 9.
- The violation tally recorded at the end of detailed-routing iteration 0 is 305.
- The reported leakage power is between 0.004 and 0.005 µW.
- Fill cells in the final layout number roughly 1500.
- The switching share of power is 0.264.
- In the setup report, the worst path falls into the class input pin to output pin.
- The final sum of negative setup slack is 0 ns.
- The power density over cell area is 275 nW/µm².
- The power report attributes to the clock group a share of 0.408.
- STA classifies the critical path startpoint as an input pin.
- The H-tree was split into 4 levels.
- For this design the total switching power over the nets is ~810 µW.
- The number of distinct library cells after synthesis is about 63.
- The number of placement rows is approximately 48.
- After detailed routing, the total wire length is ~22000 µm.
- The final hold violation count is 0.
- The portion of netlist area occupied by mux cells is 0.00937.
- The largest vdd supply drop is 0.240 mV.
- The internal cell power is around 2300 µW.
- Setup repair after global routing left no endpoint under its margin.
- The required time of the critical path is between 4 and 5 ns.
- The area fraction in full adders, half adders and majority gates is 0.0667.
- The count of hold buffers inserted by post-cts repair is 0.
- The setup fix buffers added after clock tree synthesis is 0.
- CTS placed an instance of sky130_fd_sc_hd__clkbuf_16 at the clock tree root.
- The number of synthesis warnings is 2.
- The number of register bits inferred by synthesis is ~170.
- The routed design shows a wire length per standard cell of ~15 µm.
- Per the OpenROAD floorplan log, the width of the die is ~130 µm.
- Per the synthesis report, the simple-gate share of the synthesized area is 0.243.
- The flip-flop cell with the highest count after synthesis is sky130_fd_sc_hd__dfxtp_1.
- Once detail routing completed, the nets flagged for antenna violations numbered 0.
- Tracing the worst setup path back leads to its startpoint at dma_bank_conflict_i.
- The run finished with clean final reports.
- Of the cells placed in the final design, the portion with a size suffix greater than 1 is 0.0558.
- In this run the tightest slew margin relative to its limit is 0.409.
- TritonCTS built the clock tree.
- Per the finish-stage timing summary, setup violations number 0.
- After synthesis, the design contains around 1100 cells according to Yosys.
- Of the total synthesized cell area, the portion taken by AND-OR and OR-AND cells is 0.163.
- The CTS clock-pin slew for the worst setup and hold paths is around 0.07 ns.
- In the routed design, unresolved DRC markers number 0.
- The worst path arrival time is ~3.9 ns.
- The sequential share of power is 0.444.
- Of the total power, combinational logic draws 0.148.
- The skew report gives the latency at the later pin of the worst-skew pair as between 0.4 and 0.5 ns.
- Timing would allow up to approximately 200 MHz.
- By instance count after routing, the leading logic cell type is sky130_fd_sc_hd__dfxtp_1.
- The post-route fraction of the period consumed by the critical path is 0.930.
- The number of max-slew violations in the final report is 0.
- The xor and xnor area share after synthesis is 0.0815.
- The placer congestion estimate is 0.915.
- The global router's overall resource usage is 0.255.
- Counting I/O delays and the setup requirement, the final critical path takes 4.93 ns.
- The worst clock skew is between 0.01 and 0.015 ns.
- The maximum number of pins on one net before global-route repair is between 60 and 70.
- The clock net sink count is 171.
- The report shows a maximum critical-path fanout of 10.
- The first global-routing pass estimated approximately 36000 µm of wire.
- The worst setup path is captured at an output pin.
- The first-pass detailed-route iteration total is 6.
- The via count of the first global-routing pass came to 7112.
- Summing over the stages, the warning tally comes to 27.
- Counting every instance in the synthesized netlist gives around 1100.
- The flow measured a signed area growth from synthesis to layout of 26.7%.
- The via count is 7981.
- The cell area that synthesis handed to floorplanning was between 8000 and 9000 µm².
- Note that the worst hold path type here is flop to flop.
- The initial standard-cell utilization of the core is 0.511.
- The core region is around 17000 µm².
- By instance count after routing, the leading logic cell types are sky130_fd_sc_hd__dfxtp_1 (171), sky130_fd_sc_hd__clkdlybuf4s50_1 (154), sky130_fd_sc_hd__nor2_1 (107), sky130_fd_sc_hd__nand2_1 (99), sky130_fd_sc_hd__o21ai_0 (75).
- The cell depth of the worst hold path is 2.
- The post-CTS resize count is 0.
- In this run the critical register-to-register path is launched from loop2_count_reg[0]$_SDFFE_PN0P_.
- The number of clock buffers inserted by TritonCTS is 17.
- The vias per cell is about 5.5.
- The number of I/O port buffers is roughly 150.
- The portion of the post-synthesis area used by sequential elements is 0.388.
- At the pin with the least slew margin, the transition time is about 0.9 ns.
- After legalization and detailed placement, the total HPWL measured 15900 µm.
- The max-capacitance violation count is 0.
- The floorplan report gives the top-level pin count as around 160.
- Yosys mapped a number of flops with a built-in enable equal to 0.
- Dividing the synthesized area by the synthesized cell count gives roughly 8.3 µm².
- The startpoint of the most critical hold path is loop2_count_reg[15]$_SDFFE_PN0P_.
- OpenSTA, run right after detailed placement, puts the worst setup slack at about 0.38 ns.
- The longest clock path from root to sink contains 2 buffers.
- The initial antenna violation count is 0.
- The flip-flop count of the largest register after layout is 33.
- The post-synthesis async set-or-reset flop share is 0.
- The smallest setup slack after layout is roughly 0.37 ns.
- The total die area is between 15000 and 20000 µm².
- The chip area in the Yosys report is between 8000 and 9000 µm².
[critical path, cell delays in order]
cell                              delay [ns]
sky130_fd_sc_hd__clkdlybuf4s50_1        0.45
sky130_fd_sc_hd__nor4b_1                0.54
sky130_fd_sc_hd__and2_1                 0.29
sky130_fd_sc_hd__inv_2                  0.11
sky130_fd_sc_hd__or4_1                  0.62
sky130_fd_sc_hd__nor2_1                 0.16
sky130_fd_sc_hd__xor2_1                 0.16
sky130_fd_sc_hd__clkdlybuf4s50_1        0.47
[cell usage after synthesis (all sizes together), types with 11 or more instances]
cell type / n / area share
a22o: 25 / 0.025
clkbuf: 36 / 0.015
dfxtp: 171 / 0.39
nor2: 107 / 0.046
buf: 11 / 0.0072
and3: 11 / 0.0078
nand2: 100 / 0.043
a211oi: 20 / 0.018
ha: 47 / 0.067
nor3: 39 / 0.022
nand3: 33 / 0.019
nand4: 32 / 0.023
nor4: 27 / 0.023
o21ai: 76 / 0.043
and4: 12 / 0.012
a21oi: 54 / 0.031
inv: 60 / 0.026
or3: 18 / 0.013
xor2: 39 / 0.039
xnor2: 43 / 0.043
[power by group through the flow]
stage | clock network (µW) | logic [µW] | registers, µW
4_1_cts | 1280 | 453 | 1360
5_1_grt | 1340 | 506 | 1370
6_report | 1250 | 455 | 1360
[final timing paths]
check	slack [ns]	end
worst min-delay path	0.47	loop2_count_reg[15]$_SDFFE_PN0P_
worst max-delay path	0.37	next_tile_base_offset_o[3]
worst min register to register	0.47	loop2_count_reg[15]$_SDFFE_PN0P_
worst max register to register	2.31	loop2_count_reg[12]$_SDFFE_PN0P_
[logic make-up (layout without fill, tap and decap cells)]
| logic type | Yosys count | count (layout) |
|---|---|---|
| mux | 8 | 8 |
| buf+inv | 107 | 260 |
| flops | 171 | 171 |
| xor+xnor | 82 | 82 |
| simple gates | 424 | 424 |
| fa+ha+maj | 47 | 47 |
| compound gates | 226 | 226 |
[area by class of cell]
class                   instances  area, µm²  share of cell area
inverters                      60        225              0.0202
multi-input cells             787       4990               0.447
clock inverters                12        139              0.0124
clock buffers                  20        457              0.0409
flip-flops and latches        171       3420               0.307
repair buffers                168       1650               0.147
well taps                     225        282              0.0252
[per-stage QoR]
stage / cells / cell area (µm²) / power [µW] / utilization / hold WS [ns]
6_report: 1443 / 11200 / 3070 / 0.648 / 0.469
5_1_grt: 1443 / 11200 / 3210 / 0.648 / 0.479
4_1_cts: 1443 / 11200 / 3090 / 0.648 / 0.472
3_5_place_dp: 1411 / 10600 / 1840 / 0.613 / 0.453
3_3_place_gp: 1411 / 10600 / 1840 / 0.613 / 0.450
2_1_floorplan: 1065 / 8810 / 1670 / - / 0.432
[layer usage]
metal,track usage,part of all wire,vias to the layer above
met5,0,0,-
met3,0.0502,0.064,12
met4,0.0225,0.0089,0
met1,0.411,0.50,3653
li1,-,-,4091
met2,0.376,0.43,225
Power is estimated from default activity; no workload was simulated.
